**run.sh**
```bash
#!/bin/bash
# OpenROAD 26Q1-2900-gdf79404cd8, Yosys 0.63+post, stock flow scripts
make -C /OpenROAD-flow-scripts/flow DESIGN_CONFIG=/design/flow/config.mk WORK_HOME=/design/flow/orfs finish
```
**config.mk**
```make
export PLATFORM = sky130hd
export DESIGN_NAME = butterfly_unit
export DESIGN_NICKNAME = butterfly_unit
export VERILOG_FILES = /design/flow/design.v
export SDC_FILE = /design/flow/constraint.sdc
export NUM_CORES = 4
export LEC_CHECK = 1
export CORE_AREA = 10 10 144 144
export DIE_AREA = 0 0 154 154
```
**constraint.sdc**
```tcl
current_design butterfly_unit

set clk_period 1.2
set clk_io_pct 0.2

create_clock -name clk0 -period $clk_period [get_ports {clk}]

set non_clock_inputs [all_inputs -no_clocks]
set_input_delay [expr $clk_period * $clk_io_pct] -clock clk0 $non_clock_inputs
set_output_delay [expr $clk_period * $clk_io_pct] -clock clk0 [all_outputs]
```
**design.v**
```verilog
module butterfly_unit (
    input          clk,
    input          rst_n,
    input          calc_start,
    input   [7:0]  idx1,        
    input   [7:0]  idx2,        
    input   [63:0] in_x1,        
    input   [63:0] in_x2,        
    input   [63:0] twiddle,      
    output reg  [63:0] out_x1_reg,       
    output reg  [63:0] out_x2_reg,       
    output      [7:0]  out_idx1,        
    output      [7:0]  out_idx2,        
    output             out_valid
);
    reg  [63:0] in_x1_reg, in_x2_reg, twiddle_reg;
    wire [31:0] real_x1, imag_x1, real_x2, imag_x2;
    wire [31:0] real_w, imag_w;
    wire [63:0] mult_real, mult_imag;
    reg  [63:0] mult_real_reg, mult_imag_reg;
    wire [31:0] wb_real, wb_imag;
    wire [31:0] wb_real, wb_imag;
    reg  [2:0]  valid_pipe;
    reg  [23:0] idx1_pipe;
    reg  [23:0] idx2_pipe;
    assign real_x1 = in_a_reg[63:32];
    assign imag_x1 = in_a_reg[31:0];
    assign real_x2 = in_b_reg[63:32]; 
    assign imag_x2 = in_b_reg[31:0];
    assign real_w = twiddle_reg[63:32];
    assign imag_w = twiddle_reg[31:0];
    assign mult_real = (real_x2 * real_w) - (imag_x2 * imag_w);
    assign mult_imag = (real_x2 * imag_w) + (imag_x2 * real_w);
    assign wb_real = mult_real_reg[39:8];
    assign wb_imag = mult_imag_reg[39:8];
    assign out_x1 = {imag_a + wb_imag, real_a + wb_real};
    assign out_x2 = {imag_a - wb_imag, real_a - wb_real};
    always@(posedge clk or negedge rst_n) begin
        if (!rst_n) begin
            in_x1_reg      <= 0;
            in_x2_reg      <= 0;
            twiddle_reg   <= 0;
            mult_real_reg <= 0;
            mult_imag_reg <= 0;
            out_x1_reg     <= 0;
            out_x2_reg     <= 0;
            valid_pipe    <= 0;
        end
        else begin
            if (calc_start) begin
                in_x1_reg    <= in_x1;
                in_x2_reg    <= in_x1;
                twiddle_reg <= twiddle;
            end
            mult_real_reg <= mult_real;
            mult_imag_reg <= mult_imag;
            out_x1_reg <= out_x1;
            out_x2_reg <= out_x2;
            valid_pipe <= {valid_pipe[1:0], start};
            idx1_pipe <= {idx1_pipe[15:0], idx1};
            idx2_pipe <= {idx2_pipe[15:0], idx2};
        end
    end
    assign out_valid = valid_pipe[2];
    assign out_idx1 = idx1_pipe[23:16];
    assign out_idx2 = idx2_pipe[23:16];
endmodule
```
==> flow_metrics.env <==
# source this file to load flow results
export IMPL_status="complete, no violations"
export IMPL_setup_violations=0
export IMPL_tritoncts="done"
export IMPL_route_detailed_drc=0
export IMPL_irDropWorstVdd_mv=0.502
export IMPL_drtIter0Drc=41
export IMPL_critPathLaunchType="flop"
export IMPL_yosys_area_top_type_share_pct=56.9
export IMPL_num_rows=48
export IMPL_p_leak_nw=1.11
export IMPL_yosys_warnings=14
export IMPL_busiest_layer="met2"
export IMPL_grt_max_degree=49
export IMPL_drive_above_1_share_pct=3.67
export IMPL_final_cells=443
export IMPL_routabilityCongestion=0.647
export IMPL_grt_pass1_vias=1235
export IMPL_path_class="flop to primary output"
export IMPL_die_w_um=154
export IMPL_clock_latency_ns=0.28
export IMPL_arrival_ns=0.90
export IMPL_cts_made_buffers=5
export IMPL_area_growth_pct=5.33
export IMPL_cap_violations=0
export IMPL_core_area_um2=17500
export IMPL_fin_crit_ns=1.14
export IMPL_power_density_nw_per_um2=1280
export IMPL_grt_first_pass_wirelength_um=6040
export IMPL_cts_sinks=48
export IMPL_period_used_pct=95.2
export IMPL_path_clk_slew_ns=0.06
export IMPL_grt_overflow=0
export IMPL_crit_path_end_kind="primary output"
export IMPL_ys_area_um2=2530
export IMPL_slew_violations=0
export IMPL_cts_root_buffer_cell="clkbuf_16"
export IMPL_dp_cells=436
export IMPL_ys_seq_share_pct=56.9
export IMPL_dieHeight_um=154
export IMPL_met2_usage_pct=4.83
export IMPL_vias=951
export IMPL_crit_buf_inv=1
export IMPL_ios=356
export IMPL_grt_util_met3_pct=1.16
export IMPL_syn_area_um2=2530
export IMPL_grt_usage_pct=3.14
export IMPL_vias_per_cell=2.15
export IMPL_clk_path_buf_depth=2
export IMPL_fp_util_pct=14.5
export IMPL_ant_nets=0
export IMPL_fin_tns_setup_ns=0
export IMPL_wl_per_cell_um=9.64
export IMPL_cpLargestDelayFamily="flip-flops"
export IMPL_log_warning_count=218
export IMPL_wl_um=4270
export IMPL_antennaDiodeCount=0
export IMPL_fmax_ghz=0.875
export IMPL_synth_distinct_cells=3
export IMPL_chipArea_um2=23700
export IMPL_max_stage_delay_ns=0.36
export IMPL_grt_use_met1_pct=4.20
export IMPL_hold_viol_final=0
export IMPL_dp_hpwl_um=3630
export IMPL_worst_path_max_delay_cell="edfxtp_1"
export IMPL_drt_pass1_iterations=2
export IMPL_rsz0062_at_grt="false"
export IMPL_synth_area_leader_cell="edfxtp_1"
export IMPL_crit_chain="dlygate4sd2_1"
export IMPL_syn_instance_count=194
export IMPL_cp_max_fo=1
export IMPL_synth_avg_cell_area_um2=13.1
export IMPL_antenna_found_initial=1
export IMPL_numSynthFlops=48
export IMPL_min_path_type="flop to flop"
export IMPL_critical_path_required_ns=0.96
export IMPL_fin_skew_ns=0.00151
export IMPL_io_buffers=33
export IMPL_yosys_cells=194
export IMPL_cts_htree_levels=2
export IMPL_area_leaders="edfxtp_1 57%, buf_4 43%, conb_1 0.15%"
Yosys cell counts (all sizes together):
master / count
conb: 1
buf: 145
edfxtp: 48
what timing repair did:
item / in CTS / in global routing
setup endpoints to repair: 16 / 2
buffers inserted: 0 / 0
cloned: 0 / 0
gates resized: 16 / 2
hold buffers: 0 / 0
pin swaps: 0 / 0
cells in the final DEF, fill, tap and decap left out, drive strengths merged:
master         instances
buf                    2
clkbuf                 6
clkdlybuf4s15          2
clkdlybuf4s50         16
clkinv                 1
conb                 129
dlygate4sd2           14
edfxtp                48
routing by layer:
| metal | wire length [um] | up-vias |
|---|---|---|
| li1 | - | 401 |
| met1 | 2030 | 423 |
| met2 | 1790 | 118 |
| met3 | 355 | 7 |
| met4 | 82 | 2 |
| met5 | 12 | - |
logic make-up (layout without fill, tap and decap cells):
kind of cell | after synthesis | after routing | synth area share (%)
other cells | 1 | 129 | 0.148
buf+inv | 145 | 41 | 43.0
flops | 48 | 48 | 56.9
metrics by stage:
stage	power (mW)	hold WS (ns)	util [%]	worst slack [ns]	instance area, um2
finish	3.42	0.417	15.3	0.0573	2670
global route	3.60	0.421	15.3	0.00985	2670
CTS	3.49	0.418	15.3	0.0328	2670
detailed placement	2.24	0.405	14.6	0.145	2550
global placement	2.23	0.401	14.6	0.154	2550
floorplan	2.37	0.339	-	0.506	3010
layout make-up:
type                            instances  area (um2)
Clock buffer                            6         129
Clock inverter                          1        5.00
Fill cell                            1928       14800
Multi-Input combinational cell        129         484
Sequential cell                        48        1440
Tap cell                              225         282
Timing Repair Buffer                   34         328
path summary, 6_finish.rpt:
check                          start                       to  slack [ns]  cells after the start
min           idx1_pipe[2]$_DFFE_PP_  idx1_pipe[10]$_DFFE_PP_        0.42                      0
max          idx2_pipe[17]$_DFFE_PP_              out_idx2[1]        0.06                      1
max reg2reg   idx2_pipe[4]$_DFFE_PP_  idx2_pipe[12]$_DFFE_PP_        0.57                      0
min reg2reg   idx1_pipe[2]$_DFFE_PP_  idx1_pipe[10]$_DFFE_PP_        0.42                      0
sequential cells by signal, summed over array words and instances (netlist names):
register,count
idx1_pipe,24
idx2_pipe,24
report_power, final:
part / switching [mW] / leakage [nW] / internal, mW
Sequential: 0.0221 / 0.470 / 1.98
Combinational: 0.0766 / 0.577 / 0.0823
Clock: 0.505 / 0.0667 / 0.756
Total: 0.604 / 1.11 / 2.82
Power figures rest on the tool's default switching activity, not on a simulated workload.
