==> /design/flow/design.v <==
module dual_port_ram #(
    parameter WIDTH = 64,
    parameter DEPTH = 256
)(
    input                  clk,
    input   [$clog2(DEPTH)-1:0] addr_a,
    input   [$clog2(DEPTH)-1:0] addr_b,
    input   [WIDTH-1:0]    din_a,
    input   [WIDTH-1:0]    din_b,
    input                  we_a,
    input                  we_b,
    output reg [WIDTH-1:0]    dout_a,
    output reg [WIDTH-1:0]    dout_b
);
    logic [WIDTH-1:0] mem [0:DEPTH-1];
    always@(posedge clk) begin
        if (we_a) mem[addr_a] <= din_a;
        dout_a <= mem[addr_a];
    end
    always@(posedge clk) begin
        if (we_b) mem[addr_b] <= din_b;
        dout_b <= mem[addr_b];
    end
endmodule
module output_crtl (
    input          clk,
    input          rst_n,
    input   [63:0] out_x1,       
    input   [63:0] out_x2,       
    input   [7:0] out_idx1,        
    input   [7:0] out_idx2,        
    input  calc_start,
    input  in_valid,
    input  unload_start,
    output unload_done,
    input              m_axis_tready,
    output reg         m_axis_tvalid,
    output reg [63:0]  m_axis_tdata,
    output reg         m_axis_tlast
);
reg  [7:0]   data_counter;
wire [63:0]  tdata;
assign en = calc_start && in_valid;
assign load_done = (data_counter == 255) && m_axis_tvalid && m_axis_tready;
always @(posedge clk or negedge rst_n) begin
    if (!rst_n) data_counter <= 0;
    else if (m_axis_tvalid && m_axis_tready)
        data_counter <= (data_counter == 255) ? 0 : data_counter + 1;
end
always @(posedge clk or negedge rst_n) begin
    if(!rst_n) begin
        m_axis_tdata <= 0;
        m_axis_tvalid <= 0;
    end
    else if(unload_start) begin
        m_axis_tdata <= tdata;
        m_axis_tvalid <= 1;
    end
    else if(unload_done)begin
        m_axis_tdata <= 0;
        m_axis_tvalid <= 0;
    end
end
dual_port_ram #(
    .WIDTH(64),
    .DEPTH(256)
) data_ram (
    .clk(clk),
    .addr_a(en?out_idx1:data_counter),
    .addr_b(out_idx2),
    .din_a(out_x1),
    .din_b(out_x2),
    .we_a(en),
    .we_b(en),
    .dout_a(tdata),
    .dout_b()
);
endmodule
==> /design/flow/run.sh <==
#!/bin/bash
# OpenROAD 26Q1-2900-gdf79404cd8, Yosys 0.63+post, stock flow scripts
make -C /OpenROAD-flow-scripts/flow DESIGN_CONFIG=/design/flow/config.mk WORK_HOME=/design/flow/orfs finish
==> /design/flow/config.mk <==
export PLATFORM = sky130hd
export DESIGN_NAME = output_crtl
export DESIGN_NICKNAME = output_crtl
export VERILOG_FILES = /design/flow/design.v
export SDC_FILE = /design/flow/constraint.sdc
export NUM_CORES = 4
export LEC_CHECK = 1
export CORE_UTILIZATION = 40
export SYNTH_MEMORY_MAX_BITS = 65536
==> /design/flow/constraint.sdc <==
current_design output_crtl

set clk_period 1213.8
set clk_io_pct 0.2

create_clock -name clk0 -period $clk_period [get_ports {clk}]

set non_clock_inputs [all_inputs -no_clocks]
set_input_delay [expr $clk_period * $clk_io_pct] -clock clk0 $non_clock_inputs
set_output_delay [expr $clk_period * $clk_io_pct] -clock clk0 [all_outputs]
==> impl_metrics.ini <==
; implementation run metrics
[logic_synthesis]
top_area_cell = edfxtp_1
area_leaders = edfxtp_1 61%, mux2_2 23%, a22oi_1 4.9%
synthArstFlopShare_pct = 0.4419
ys_ff = 16521
synth_area_per_cell_sq_um = 14.79
yosysWarningCount = 6
top_area_share_pct = 60.92
seq_area_frac_synth_pct = 61.30
ys_area_sq_mm = 0.8076
synthDistinctLibCells = 58
syn_area_sq_mm = 0.8076
synth-main-ff-cell = edfxtp_1
synthCells = 54594
edf_count = 16384
ys_cells = 54594
synthTopCellsByCount = 16,384 x edfxtp_1, 16,384 x mux2_2, 5,752 x clkbuf_1

[drt]
avgViaCountPerCell = 6.535
postRouteAntennaNets = 0
num_vias = 542396
drc = 0
postRouteWirelength_mm = 3644
drt_iter0_drc = 49254
wl_per_cell_um = 43.90
first_pass_iters = 8

[place]
placed_area_sq_mm = 0.8512
gp_congestion = 1.020
io_buffers = 214
pre_cts_slack_ns = 961.62
dpl.hpwl_mm = 2237
dpl.cell_count = 77392

[critical_path]
rr_worst_depth = 18
cp_max_fo = 98
critical_path.startpoint = out_idx1[0]
critPathArrivalTime_ns = 252.98
reg2reg_slack_ns = 1204.55
cp-end-kind = flip-flop
r2r-start = data_counter[1]
worstSetupStartpointType = primary input
r2r-end = data_ram.dout_a[27]
crit_required_ns = 1215.31
worstSetupPathType = primary input to flip-flop
cp-endpoint = data_ram.dout_a[27]

[layout]
finalNonFillerCells = 83000
n_fill_cell = 174913
fin_area_sq_mm = 0.9111
finish.utilization_pct = 45.26
drive_above_1_share_pct = 43.73
syn2layout_area_growth_pct = 12.81

[die]
chipWidth_mm = 1.423
core_sq_mm = 2.013
io_pins = 217
die_y_mm = 1.423
row_count = 521
fp_util_pct = 40.12
die-area_sq_mm = 2.025

[pwr]
p_leak_nw = 288.9
total_power_mw = 1.624
ir_worst_vdd_mv = 0.001568
clockPowerShare_pct = 32.2
switchingPower_uw = 578.6
internal_power_mw = 1.045
power.density_mw_per_mm2 = 1.783
p_sw_share_pct = 35.62
combPwrFrac_pct = 28.6
seq_power_share_pct = 39.1

[final_timing]
finalCritPeriodShare_pct = 20.72
hold-worst-slack_ns = 0.4604
setup_violations = 0
max_freq_mhz = 3.977
worst_slew_pin_slew_ns = 1.898
skew_ns = 0.2217
setup_slack_ns = 962.33
relSlewSlack_pct = -26.55
rsz0062_at_grt = no
fin_setup_tns_ns = 0
slew_violations = 46
finalHoldViolations = 0
finalCriticalPeriod_ns = 251.47

[clocking]
cts_buffer_depth = 6
clock-root-buffer = clkbuf_16
hold_buffers = 0
tritoncts = built
cts_resized = 0
post_cts_buffers = 0
clk_pin_slew_ns = 0.06
h-tree-depth = 7
clock_latency_ns = 1.54
cts_buffers = 1793
clkSinkCount = 16521

[grt]
grt_max_degree = 102
overflow = 0
grt_pass1_vias = 542564
grt_pass1_wl_mm = 4836
antenna_found_initial = 520
track_usage_pct = 37.80

[status]
status = complete, but fails checks
violations = max-capacitance violations, max-slew violations

[job]
cap_viol_max_count = 10
warnings = 35

[worst_hold_path]
hold_path_class = flip-flop to flip-flop
## power by group through the flow
stage         clock [mW]  combinational (mW)  sequential, mW
CTS                0.525               0.438           0.635
global route       0.544               0.468           0.635
finish             0.524               0.465           0.636
## metal layers
metal	track usage [%]	wire (um)	vias up	share of wire [%]
met2	47.68	1459000	39681	40
met4	26.53	331000	447	9.1
li1	-	-	217229	-
met1	39.89	1089000	275580	30
met5	13.21	25010	-	0.69
met3	32.45	739600	9459	20
## final cells by class
cell class	instances	area [sq um]	area share, %
tap	26673	33370	3.663
clock inverter	798	5608	0.6155
antenna	2418	6051	0.6641
clock buffer	2388	48100	5.280
sequential	16521	495100	54.34
inverter	5	18.77	0.002060
multi-input combinational	30275	290700	31.90
timing repair buffer	3922	32130	3.527
## state kept, by name (all words and copies together) (netlist names)
register / cells
data_ram.dout_a: 64
m_axis_tvalid: 1
data_ram.mem: 16384
data_counter: 8
m_axis_tdata: 64
## how the worst min path moves through the flow
| stage | startpoint | endpoint | slack [ns] | cells past startpoint |
|---|---|---|---|---|
| 4_1_cts | data_ram.dout_a[12] | m_axis_tdata[12] | 0.47 | 1 |
| 5_1_grt | data_ram.dout_a[12] | m_axis_tdata[12] | 0.49 | 1 |
| 6_report | data_ram.dout_a[12] | m_axis_tdata[12] | 0.46 | 1 |
## logic make-up after synthesis
logic type                 count (synthesis)  synth area share, %
DFF                                    16521                61.30
AOI/OAI and AO/OA                      12804                11.27
muxes                                  16386                22.85
buffers and inverters                   7799                3.861
adders and majority gates                  1             0.001549
and+or+nand+nor                         1076               0.7140
other                                      1            0.0004643
xor gates and xnor gates                   6             0.006507
## cell usage in the layout, fill, tap and decap left out, drive strengths merged, types with 554 or more instances in the layout
cell,instances
clkbuf,2390
mux2,16384
a221oi,1474
a21oi,2660
o21ai,554
diode,2418
a22o,1483
clkinv,711
o22ai,980
a22oi,5267
buf,3836
edfxtp,16384
## critical path: stages
cell             delay (ns)
clkdlybuf4s50_1        1.05
nand4b_1               0.54
o21ai_4                0.22
buf_12                 0.52
buf_4                  0.68
buf_4                  0.68
buf_4                  0.47
buf_4                  0.68
buf_12                 0.42
buf_4                  0.60
buf_4                  0.69
buf_4                  0.76
a22oi_1                0.21
a21oi_1                0.26
nor4_2                 0.13
o22ai_1                1.20
buf_4                  0.31
a211o_1                0.23
or4_1                  0.16
Power figures rest on the tool's default switching activity, not on a simulated workload.
